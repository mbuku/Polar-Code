==> design/flow/design.v <==
`timescale 1 ns / 1 ns
module LLR_Loader
          (clk,
           reset,
           enb,
           dataIn,
           startIn,
           endIn,
           validIn,
           NSub1,
           startOutput,
           configValid,
           rxBuffer_0,
           rxBuffer_1,
           rxBuffer_2,
           rxBuffer_3,
           rxBuffer_4,
           rxBuffer_5,
           rxBuffer_6,
           rxBuffer_7,
           rxBuffer_8,
           rxBuffer_9,
           rxBuffer_10,
           rxBuffer_11,
           rxBuffer_12,
           rxBuffer_13,
           rxBuffer_14,
           rxBuffer_15,
           rxSel,
           chnlBlock,
           chnlLowerWrEn,
           chnlUpperWrEn,
           nextFrame);
  input   clk;
  input   reset;
  input   enb;
  input   signed [7:0] dataIn;   
  input   startIn;
  input   endIn;
  input   validIn;
  input   [9:0] NSub1;   
  input   startOutput;
  input   configValid;
  output  signed [7:0] rxBuffer_0;   
  output  signed [7:0] rxBuffer_1;   
  output  signed [7:0] rxBuffer_2;   
  output  signed [7:0] rxBuffer_3;   
  output  signed [7:0] rxBuffer_4;   
  output  signed [7:0] rxBuffer_5;   
  output  signed [7:0] rxBuffer_6;   
  output  signed [7:0] rxBuffer_7;   
  output  signed [7:0] rxBuffer_8;   
  output  signed [7:0] rxBuffer_9;   
  output  signed [7:0] rxBuffer_10;   
  output  signed [7:0] rxBuffer_11;   
  output  signed [7:0] rxBuffer_12;   
  output  signed [7:0] rxBuffer_13;   
  output  signed [7:0] rxBuffer_14;   
  output  signed [7:0] rxBuffer_15;   
  output  rxSel;
  output  [4:0] chnlBlock;   
  output  chnlLowerWrEn;
  output  chnlUpperWrEn;
  output  nextFrame;
  reg  channelLoader_reg_rxSel;
  reg signed [7:0] channelLoader_reg_rxFrame [0:15];   
  reg [3:0] channelLoader_reg_frameIdx;   
  reg [4:0] channelLoader_reg_wrBlkAddr;   
  reg  channelLoader_reg_wrEnLower;
  reg  channelLoader_reg_wrEnUpper;
  reg  channelLoader_reg_nextFrame;
  reg  channelLoader_reg_upper;
  reg  channelLoader_reg_endIn;
  reg  channelLoader_reg_started;
  reg [10:0] channelLoader_reg_sampleCounter;   
  reg  channelLoader_reg_rxSel_next;
  reg signed [7:0] channelLoader_reg_rxFrame_next [0:15];   
  reg [3:0] channelLoader_reg_frameIdx_next;   
  reg [4:0] channelLoader_reg_wrBlkAddr_next;   
  reg  channelLoader_reg_wrEnLower_next;
  reg  channelLoader_reg_wrEnUpper_next;
  reg  channelLoader_reg_nextFrame_next;
  reg  channelLoader_reg_upper_next;
  reg  channelLoader_reg_endIn_next;
  reg  channelLoader_reg_started_next;
  reg [10:0] channelLoader_reg_sampleCounter_next;   
  reg signed [7:0] rxBuffer [0:15];   
  reg  rxSel_1;
  reg [4:0] chnlBlock_1;   
  reg  chnlLowerWrEn_1;
  reg  chnlUpperWrEn_1;
  reg  nextFrame_1;
  reg signed [7:0] channelLoader_next_rxFrame [0:15];   
  reg  channelLoader_t_0_0;
  reg [10:0] channelLoader_sub_temp;   
  reg [4:0] channelLoader_add_temp;   
  reg [10:0] channelLoader_sub_temp_0;   
  reg [5:0] channelLoader_t_1;   
  reg [9:0] channelLoader_t_2_0;   
  reg [5:0] channelLoader_t_3;   
  reg [10:0] channelLoader_t_4;   
  reg [4:0] channelLoader_t_5;   
  reg [10:0] channelLoader_t_6;   
  always @(posedge clk or posedge reset)
    begin : channelLoader_1_process
      if (reset == 1'b1) begin
        channelLoader_reg_rxSel <= 1'b0;
        channelLoader_reg_rxFrame[0] <= 8'sb00000000;
        channelLoader_reg_rxFrame[1] <= 8'sb00000000;
        channelLoader_reg_rxFrame[2] <= 8'sb00000000;
        channelLoader_reg_rxFrame[3] <= 8'sb00000000;
        channelLoader_reg_rxFrame[4] <= 8'sb00000000;
        channelLoader_reg_rxFrame[5] <= 8'sb00000000;
        channelLoader_reg_rxFrame[6] <= 8'sb00000000;
        channelLoader_reg_rxFrame[7] <= 8'sb00000000;
        channelLoader_reg_rxFrame[8] <= 8'sb00000000;
        channelLoader_reg_rxFrame[9] <= 8'sb00000000;
        channelLoader_reg_rxFrame[10] <= 8'sb00000000;
        channelLoader_reg_rxFrame[11] <= 8'sb00000000;
        channelLoader_reg_rxFrame[12] <= 8'sb00000000;
        channelLoader_reg_rxFrame[13] <= 8'sb00000000;
        channelLoader_reg_rxFrame[14] <= 8'sb00000000;
        channelLoader_reg_rxFrame[15] <= 8'sb00000000;
        channelLoader_reg_frameIdx <= 4'b0000;
        channelLoader_reg_wrBlkAddr <= 5'b00000;
        channelLoader_reg_wrEnLower <= 1'b0;
        channelLoader_reg_wrEnUpper <= 1'b0;
        channelLoader_reg_nextFrame <= 1'b1;
        channelLoader_reg_upper <= 1'b0;
        channelLoader_reg_endIn <= 1'b0;
        channelLoader_reg_started <= 1'b0;
        channelLoader_reg_sampleCounter <= 11'b00000000000;
      end
      else begin
        if (enb) begin
          channelLoader_reg_rxSel <= channelLoader_reg_rxSel_next;
          channelLoader_reg_rxFrame[0] <= channelLoader_reg_rxFrame_next[0];
          channelLoader_reg_rxFrame[1] <= channelLoader_reg_rxFrame_next[1];
          channelLoader_reg_rxFrame[2] <= channelLoader_reg_rxFrame_next[2];
          channelLoader_reg_rxFrame[3] <= channelLoader_reg_rxFrame_next[3];
          channelLoader_reg_rxFrame[4] <= channelLoader_reg_rxFrame_next[4];
          channelLoader_reg_rxFrame[5] <= channelLoader_reg_rxFrame_next[5];
          channelLoader_reg_rxFrame[6] <= channelLoader_reg_rxFrame_next[6];
          channelLoader_reg_rxFrame[7] <= channelLoader_reg_rxFrame_next[7];
          channelLoader_reg_rxFrame[8] <= channelLoader_reg_rxFrame_next[8];
          channelLoader_reg_rxFrame[9] <= channelLoader_reg_rxFrame_next[9];
          channelLoader_reg_rxFrame[10] <= channelLoader_reg_rxFrame_next[10];
          channelLoader_reg_rxFrame[11] <= channelLoader_reg_rxFrame_next[11];
          channelLoader_reg_rxFrame[12] <= channelLoader_reg_rxFrame_next[12];
          channelLoader_reg_rxFrame[13] <= channelLoader_reg_rxFrame_next[13];
          channelLoader_reg_rxFrame[14] <= channelLoader_reg_rxFrame_next[14];
          channelLoader_reg_rxFrame[15] <= channelLoader_reg_rxFrame_next[15];
          channelLoader_reg_frameIdx <= channelLoader_reg_frameIdx_next;
          channelLoader_reg_wrBlkAddr <= channelLoader_reg_wrBlkAddr_next;
          channelLoader_reg_wrEnLower <= channelLoader_reg_wrEnLower_next;
          channelLoader_reg_wrEnUpper <= channelLoader_reg_wrEnUpper_next;
          channelLoader_reg_nextFrame <= channelLoader_reg_nextFrame_next;
          channelLoader_reg_upper <= channelLoader_reg_upper_next;
          channelLoader_reg_endIn <= channelLoader_reg_endIn_next;
          channelLoader_reg_started <= channelLoader_reg_started_next;
          channelLoader_reg_sampleCounter <= channelLoader_reg_sampleCounter_next;
        end
      end
    end
  always @* begin
    channelLoader_t_0_0 = 1'b0;
    channelLoader_add_temp = 5'b00000;
    channelLoader_sub_temp_0 = 11'b00000000000;
    channelLoader_t_2_0 = 10'b0000000000;
    channelLoader_t_1 = 6'b000000;
    channelLoader_t_3 = 6'b000000;
    channelLoader_t_5 = 5'b00000;
    channelLoader_t_6 = 11'b00000000000;
    channelLoader_reg_rxFrame_next[0] = channelLoader_reg_rxFrame[0];
    channelLoader_reg_rxFrame_next[1] = channelLoader_reg_rxFrame[1];
    channelLoader_reg_rxFrame_next[2] = channelLoader_reg_rxFrame[2];
    channelLoader_reg_rxFrame_next[3] = channelLoader_reg_rxFrame[3];
    channelLoader_reg_rxFrame_next[4] = channelLoader_reg_rxFrame[4];
    channelLoader_reg_rxFrame_next[5] = channelLoader_reg_rxFrame[5];
    channelLoader_reg_rxFrame_next[6] = channelLoader_reg_rxFrame[6];
    channelLoader_reg_rxFrame_next[7] = channelLoader_reg_rxFrame[7];
    channelLoader_reg_rxFrame_next[8] = channelLoader_reg_rxFrame[8];
    channelLoader_reg_rxFrame_next[9] = channelLoader_reg_rxFrame[9];
    channelLoader_reg_rxFrame_next[10] = channelLoader_reg_rxFrame[10];
    channelLoader_reg_rxFrame_next[11] = channelLoader_reg_rxFrame[11];
    channelLoader_reg_rxFrame_next[12] = channelLoader_reg_rxFrame[12];
    channelLoader_reg_rxFrame_next[13] = channelLoader_reg_rxFrame[13];
    channelLoader_reg_rxFrame_next[14] = channelLoader_reg_rxFrame[14];
    channelLoader_reg_rxFrame_next[15] = channelLoader_reg_rxFrame[15];
    channelLoader_t_4 = {1'b0, NSub1};
    channelLoader_sub_temp = channelLoader_t_4 - 11'b00000000001;
    if ((channelLoader_reg_nextFrame || startOutput) || (((endIn && validIn) && channelLoader_reg_started) && ((channelLoader_reg_sampleCounter != channelLoader_sub_temp) ||  ! configValid))) begin
      channelLoader_t_0_0 = startIn && validIn;
      nextFrame_1 =  ! channelLoader_t_0_0;
    end
    else begin
      nextFrame_1 = 1'b0;
    end
    channelLoader_reg_rxSel_next = channelLoader_reg_rxSel;
    channelLoader_next_rxFrame[0] = channelLoader_reg_rxFrame[0];
    channelLoader_next_rxFrame[1] = channelLoader_reg_rxFrame[1];
    channelLoader_next_rxFrame[2] = channelLoader_reg_rxFrame[2];
    channelLoader_next_rxFrame[3] = channelLoader_reg_rxFrame[3];
    channelLoader_next_rxFrame[4] = channelLoader_reg_rxFrame[4];
    channelLoader_next_rxFrame[5] = channelLoader_reg_rxFrame[5];
    channelLoader_next_rxFrame[6] = channelLoader_reg_rxFrame[6];
    channelLoader_next_rxFrame[7] = channelLoader_reg_rxFrame[7];
    channelLoader_next_rxFrame[8] = channelLoader_reg_rxFrame[8];
    channelLoader_next_rxFrame[9] = channelLoader_reg_rxFrame[9];
    channelLoader_next_rxFrame[10] = channelLoader_reg_rxFrame[10];
    channelLoader_next_rxFrame[11] = channelLoader_reg_rxFrame[11];
    channelLoader_next_rxFrame[12] = channelLoader_reg_rxFrame[12];
    channelLoader_next_rxFrame[13] = channelLoader_reg_rxFrame[13];
    channelLoader_next_rxFrame[14] = channelLoader_reg_rxFrame[14];
    channelLoader_next_rxFrame[15] = channelLoader_reg_rxFrame[15];
    channelLoader_reg_frameIdx_next = channelLoader_reg_frameIdx;
    channelLoader_reg_wrBlkAddr_next = channelLoader_reg_wrBlkAddr;
    channelLoader_reg_nextFrame_next = channelLoader_reg_nextFrame;
    channelLoader_reg_upper_next = channelLoader_reg_upper;
    channelLoader_reg_started_next = channelLoader_reg_started;
    channelLoader_reg_sampleCounter_next = channelLoader_reg_sampleCounter;
    channelLoader_reg_endIn_next = (endIn && validIn) && ( ! startIn);
    if (startIn && validIn) begin
      channelLoader_reg_rxSel_next = 1'b0;
      channelLoader_next_rxFrame[0] = dataIn;
      channelLoader_reg_frameIdx_next = 4'b0001;
      channelLoader_reg_wrBlkAddr_next = 5'b00000;
      channelLoader_reg_wrEnLower_next = 1'b0;
      channelLoader_reg_wrEnUpper_next = 1'b0;
      channelLoader_reg_nextFrame_next = 1'b0;
      channelLoader_reg_upper_next = 1'b0;
      channelLoader_reg_started_next = 1'b1;
      channelLoader_reg_sampleCounter_next = 11'b00000000000;
    end
    else if (channelLoader_reg_endIn && channelLoader_reg_started) begin
      if ( ! channelLoader_reg_nextFrame) begin
        channelLoader_reg_rxSel_next = 1'b1;
      end
      channelLoader_reg_wrBlkAddr_next = 5'b00000;
      channelLoader_reg_wrEnLower_next = 1'b0;
      channelLoader_reg_wrEnUpper_next = 1'b0;
      channelLoader_reg_started_next = 1'b0;
    end
    else if (validIn) begin
      channelLoader_t_5 = {1'b0, channelLoader_reg_frameIdx};
      channelLoader_add_temp = channelLoader_t_5 + 5'b00001;
      channelLoader_next_rxFrame[$signed({1'b0, channelLoader_add_temp}) - 32'sd1] = dataIn;
      if (channelLoader_reg_frameIdx == 4'b1111) begin
        channelLoader_reg_frameIdx_next = 4'b0000;
        channelLoader_reg_wrEnLower_next =  ! channelLoader_reg_upper;
        channelLoader_reg_wrEnUpper_next = channelLoader_reg_upper;
      end
      else begin
        channelLoader_reg_wrEnLower_next = 1'b0;
        channelLoader_reg_wrEnUpper_next = 1'b0;
        channelLoader_reg_frameIdx_next = channelLoader_reg_frameIdx + 4'b0001;
      end
      channelLoader_reg_sampleCounter_next = channelLoader_reg_sampleCounter + 11'b00000000001;
      channelLoader_t_6 = {1'b0, NSub1};
      channelLoader_sub_temp_0 = channelLoader_t_6 - 11'b00000000001;
      if ((endIn && channelLoader_reg_started) && ((channelLoader_reg_sampleCounter != channelLoader_sub_temp_0) ||  ! configValid)) begin
        channelLoader_reg_nextFrame_next = 1'b1;
      end
    end
    else begin
      if (startOutput) begin
        channelLoader_reg_rxSel_next = 1'b0;
        channelLoader_reg_nextFrame_next = 1'b1;
      end
      channelLoader_reg_wrEnLower_next = 1'b0;
      channelLoader_reg_wrEnUpper_next = 1'b0;
    end
    if (channelLoader_reg_wrEnLower || channelLoader_reg_wrEnUpper) begin
      channelLoader_t_1 = {1'b0, channelLoader_reg_wrBlkAddr};
      channelLoader_t_2_0 = NSub1 >> 32'd5;
      channelLoader_t_3 = channelLoader_t_2_0[5:0];
      if (channelLoader_t_1 == channelLoader_t_3) begin
        channelLoader_reg_wrBlkAddr_next = 5'b00000;
        channelLoader_reg_upper_next =  ! channelLoader_reg_upper;
      end
      else begin
        channelLoader_reg_wrBlkAddr_next = channelLoader_reg_wrBlkAddr + 5'b00001;
      end
    end
    channelLoader_reg_rxFrame_next[0] = channelLoader_next_rxFrame[0];
    channelLoader_reg_rxFrame_next[1] = channelLoader_next_rxFrame[1];
    channelLoader_reg_rxFrame_next[2] = channelLoader_next_rxFrame[2];
    channelLoader_reg_rxFrame_next[3] = channelLoader_next_rxFrame[3];
    channelLoader_reg_rxFrame_next[4] = channelLoader_next_rxFrame[4];
    channelLoader_reg_rxFrame_next[5] = channelLoader_next_rxFrame[5];
    channelLoader_reg_rxFrame_next[6] = channelLoader_next_rxFrame[6];
    channelLoader_reg_rxFrame_next[7] = channelLoader_next_rxFrame[7];
    channelLoader_reg_rxFrame_next[8] = channelLoader_next_rxFrame[8];
    channelLoader_reg_rxFrame_next[9] = channelLoader_next_rxFrame[9];
    channelLoader_reg_rxFrame_next[10] = channelLoader_next_rxFrame[10];
    channelLoader_reg_rxFrame_next[11] = channelLoader_next_rxFrame[11];
    channelLoader_reg_rxFrame_next[12] = channelLoader_next_rxFrame[12];
    channelLoader_reg_rxFrame_next[13] = channelLoader_next_rxFrame[13];
    channelLoader_reg_rxFrame_next[14] = channelLoader_next_rxFrame[14];
    channelLoader_reg_rxFrame_next[15] = channelLoader_next_rxFrame[15];
    rxBuffer[0] = channelLoader_reg_rxFrame[0];
    rxBuffer[1] = channelLoader_reg_rxFrame[1];
    rxBuffer[2] = channelLoader_reg_rxFrame[2];
    rxBuffer[3] = channelLoader_reg_rxFrame[3];
    rxBuffer[4] = channelLoader_reg_rxFrame[4];
    rxBuffer[5] = channelLoader_reg_rxFrame[5];
    rxBuffer[6] = channelLoader_reg_rxFrame[6];
    rxBuffer[7] = channelLoader_reg_rxFrame[7];
    rxBuffer[8] = channelLoader_reg_rxFrame[8];
    rxBuffer[9] = channelLoader_reg_rxFrame[9];
    rxBuffer[10] = channelLoader_reg_rxFrame[10];
    rxBuffer[11] = channelLoader_reg_rxFrame[11];
    rxBuffer[12] = channelLoader_reg_rxFrame[12];
    rxBuffer[13] = channelLoader_reg_rxFrame[13];
    rxBuffer[14] = channelLoader_reg_rxFrame[14];
    rxBuffer[15] = channelLoader_reg_rxFrame[15];
    rxSel_1 = channelLoader_reg_rxSel;
    chnlBlock_1 = channelLoader_reg_wrBlkAddr;
    chnlLowerWrEn_1 = channelLoader_reg_wrEnLower;
    chnlUpperWrEn_1 = channelLoader_reg_wrEnUpper;
  end
  assign rxBuffer_0 = rxBuffer[0];
  assign rxBuffer_1 = rxBuffer[1];
  assign rxBuffer_2 = rxBuffer[2];
  assign rxBuffer_3 = rxBuffer[3];
  assign rxBuffer_4 = rxBuffer[4];
  assign rxBuffer_5 = rxBuffer[5];
  assign rxBuffer_6 = rxBuffer[6];
  assign rxBuffer_7 = rxBuffer[7];
  assign rxBuffer_8 = rxBuffer[8];
  assign rxBuffer_9 = rxBuffer[9];
  assign rxBuffer_10 = rxBuffer[10];
  assign rxBuffer_11 = rxBuffer[11];
  assign rxBuffer_12 = rxBuffer[12];
  assign rxBuffer_13 = rxBuffer[13];
  assign rxBuffer_14 = rxBuffer[14];
  assign rxBuffer_15 = rxBuffer[15];
  assign rxSel = rxSel_1;
  assign chnlBlock = chnlBlock_1;
  assign chnlLowerWrEn = chnlLowerWrEn_1;
  assign chnlUpperWrEn = chnlUpperWrEn_1;
  assign nextFrame = nextFrame_1;
endmodule   
==> design/flow/run.sh <==
#!/bin/bash
# OpenROAD 26Q1-2900-gdf79404cd8, Yosys 0.63+post, stock flow scripts
make -C /OpenROAD-flow-scripts/flow DESIGN_CONFIG=/design/flow/config.mk WORK_HOME=/design/flow/orfs finish
==> design/flow/config.mk <==
export PLATFORM = sky130hd
export DESIGN_NAME = LLR_Loader
export DESIGN_NICKNAME = LLR_Loader
export VERILOG_FILES = /design/flow/design.v
export SDC_FILE = /design/flow/constraint.sdc
export NUM_CORES = 4
export LEC_CHECK = 1
export CORE_UTILIZATION = 30
==> design/flow/constraint.sdc <==
current_design LLR_Loader

set clk_period 6.5
set clk_io_pct 0.2

create_clock -name clk0 -period $clk_period [get_ports {clk}]

set non_clock_inputs [all_inputs -no_clocks]
set_input_delay [expr $clk_period * $clk_io_pct] -clock clk0 $non_clock_inputs
set_output_delay [expr $clk_period * $clk_io_pct] -clock clk0 [all_outputs]
==> flow_summary_export.csv <==
group,metric,value,unit
job,warning_count,28,
power_and_ir_drop,ir_worst_vdd,236.0,uV
final_timing,period_minus_slack,5.193,ns
power_and_ir_drop,comb_power_share,0.330,
floorplanning,io_pins,163,
global_routing,antenna_found_initial,0,
routing,via_per_inst,4.883,
yosys,synth-main-ff-cell,"dfrtp_1",
power_and_ir_drop,p_int,2.930,mW
final_timing,worst_slew_pin_slew,0.7937,ns
yosys,aoi_share,0.06885,
clock_network,cts_tree,"yes",
yosys,mux_share,0.2130,
setup_path,critical_path_class,"input pin to output pin",
routing,wl,17.24,mm
routing,drtIter0Drc,175,
job,max_cap_viol_count,0,
yosys,top_cells_by_area,"dfrtp_1 (57%), mux2_2 (21%), xnor2_1 (2.1%)",
clock_network,cts_resized,0,
power_and_ir_drop,pwr-share-clk,0.254,
final_timing,fin_setup_tns,0,ns
cells_and_area,mi_logic_area,0.002803,sq mm
final_timing,post-route-period-util,0.7990,
power_and_ir_drop,pwr-share-seq,0.417,
floorplanning,initCoreUtil,0.3094,
final_timing,fin_skew,0.007812,ns
setup_path,worstPathCellList,"clkdlybuf4s50_1 > nor3_1 > nand2_1 > a31o_2 > a311oi_1 > o31a_1 > o31a_1 > clkdlybuf4s50_1",
setup_path,crit_buf_inv,2,
placement,hpwl,11.98,mm
clock_network,numCtsBuffers,17,
clock_network,cts.clk_slew.worst_paths,0.06,ns
setup_path,slowest_stage,"clkdlybuf4s50_1",
setup_path,crit_path_max_fanout,5,
global_routing,grt_pass1_vias,4865,
yosys,yosys-stat-cells,518,
clock_network,htree_levels,4,
cells_and_area,lay_top_cells,"clkdlybuf4s50_1 (162), dfrtp_1 (154), mux2_2 (128)",
floorplanning,die-area,0.02332,sq mm
floorplanning,die_h,152.7,um
yosys,xor_share,0.03213,
yosys,simple_gate_share,0.08445,
final_timing,fmax,192.6,MHz
placement,gp_congestion,0.8623,
power_and_ir_drop,powerDensity,409.6,mW/mm^2
yosys,ys_seq_frac,0.5693,
global_routing,grt_start_max_net_pins,63,
cells_and_area,lay_top_count,"clkdlybuf4s50_1",
setup_path,cp_top_family,"buffers and inverters",
yosys,ys_types,52,
floorplanning,core,0.02203,sq mm
yosys,synthCells,518,
routing,route.detailed.drc,0,
setup_path,cp.arrival,3.89,ns
final_timing,relSlewSlack,0.4692,
clock_network,ctsHoldBuffers,0,
routing,drt-wirelength-per-cell,17.64,um
global_routing,grtUsageTotal,0.1584,
yosys,synth_adder_area_share,0.01285,
final_timing,rsz0062_at_grt,"no",
yosys,top_cell_area_share,0.5654,
clock_network,clock-sinks,155,
clock_network,insertion_delay,0.41,ns
clock_network,clk_path_buf_depth,2,
final_timing,maxSlewViolCount,0,
yosys,synth-edff-count,0,
clock_network,cts_setup_buffers,0,
global_routing,grt_overflow,0,
hold_path,hold_path.class,"flop to flop",
floorplanning,num_rows,54,
power_and_ir_drop,leakage,3.835,nW
yosys,ys_ff,155,
yosys,syn_area,0.006815,sq mm
yosys,yosysTopAreaCell,"dfrtp_1",
global_routing,grt_pass1_wl,28.01,mm
setup_path,start_kind,"input pin",
clock_network,cts_root_buf,"clkbuf_16",
cells_and_area,seq_area,0.003880,sq mm
yosys,synthArstFlopShare,1.000,
routing,dr.pass1.iters,17,
power_and_ir_drop,finalPower,3.819,mW
placement,port_buffers,162,
power_and_ir_drop,swShare,0.2329,
setup_path,end_kind,"output pin",
placement,post_dp_cell_area,0.008746,sq mm
setup_path,required,5.20,ns
cells_and_area,drive_above_1_share,0.2597,
final_timing,finalHoldViolations,0,
routing,diodes,0,
yosys,synthTopLogicFamily,"multiplexers",
setup_path,cpPeakStageDelay,0.53,ns
yosys,ys_area,0.006815,sq mm
final_timing,setup_viol,0,
yosys,avgSynthCellArea,13.16,sq um
status,status,"finished clean",
floorplanning,dieWidth,152.7,um
cells_and_area,final_cell_area,0.009324,sq mm
yosys,yosysWarnings,5,
power_and_ir_drop,p_switching,889.6,uW
cells_and_area,areaGrowthSynthToFinish,36.81,%
routing,drt.antenna.violating_nets,0,
routing,vias,4771,
cells_and_area,num-fill-cells,1957,
[synth_stat cells (3+ instances only)]
library cell / instances
nor3_1: 9
nand2b_1: 5
nor4_1: 3
nand2_1: 25
nand4_1: 5
a21oi_1: 7
buf_2: 4
nand3_1: 18
o22ai_1: 3
nor2_1: 12
xnor2_1: 16
a22o_1: 3
dfrtp_1: 154
mux2_2: 128
o31ai_1: 4
o21ai_0: 26
and3_1: 3
a21o_1: 3
clkbuf_1: 14
xor2_1: 9
or2_2: 4
a31oi_1: 3
ha_1: 7
inv_1: 13
[sequential cells by signal, indices dropped and copies added (netlist names)]
register	count
channelLoader_reg_endIn	1
channelLoader_reg_frameIdx	4
channelLoader_reg_nextFrame	1
channelLoader_reg_rxFrame	128
channelLoader_reg_rxSel	1
channelLoader_reg_sampleCounter	11
channelLoader_reg_started	1
channelLoader_reg_upper	1
channelLoader_reg_wrBlkAddr	5
channelLoader_reg_wrEnLower	1
channelLoader_reg_wrEnUpper	1
[worst register-to-register path, delay by kind of cell (launching register included)]
kind / cells / cell delay, ns
adder cells (fa/ha/maj): 1 / 0.28
buffers and inverters: 1 / 0.09
flip-flops: 1 / 0.41
multiplexers: 1 / 0.41
AND/OR/NAND/NOR: 2 / 1.15
[metrics by stage]
stage            util  cells  setup slack [ns]  hold WS [ns]
2_1_floorplan       -    518             1.024        0.4339
3_3_place_gp   0.3971    946             1.326        0.4390
3_5_place_dp   0.3971    946             1.354        0.4564
4_1_cts        0.4233    977             1.335        0.4687
5_1_grt        0.4233    977             1.141        0.4878
6_report       0.4233    977             1.307        0.4657
[path summary, 6_finish.rpt]
path / start / end / slack (ns) / cells after the start
max: NSub1[2] / nextFrame / 1.31 / 8
min: channelLoader_reg_upper$_DFFE_PP0P_ / channelLoader_reg_wrEnLower$_DFFE_PP0P_ / 0.47 / 1
max reg2reg: channelLoader_reg_frameIdx[1]$_DFFE_PP0P_ / channelLoader_reg_rxFrame[2][3]$_DFFE_PP0P_ / 4.05 / 5
min reg2reg: channelLoader_reg_upper$_DFFE_PP0P_ / channelLoader_reg_wrEnLower$_DFFE_PP0P_ / 0.47 / 1
max in group asynchronous: reset / channelLoader_reg_rxFrame[8][3]$_DFFE_PP0P_ / 4.12 / 3
min in group asynchronous: reset / channelLoader_reg_rxSel$_DFFE_PP0P_ / 1.27 / 2
[power by group through the flow]
stage	Clock [mW]	Sequential, mW	Combinational (mW)
CTS	1.00	1.60	1.28
global route	1.04	1.65	1.37
finish	0.969	1.59	1.26
[layout make-up]
cell class,instances,area share
inverter,13,0.005770
tap,280,0.03757
sequential,155,0.4161
clock buffer,22,0.04979
multi-input combinational,331,0.3006
timing repair buffer,167,0.1779
clock inverter,9,0.01221
[layer usage]
metal  global-route usage  share of wire  vias to the layer above
li1                     -              -                     2188
met5                    0              0                        -
met1               0.2279           0.44                     2436
met3              0.05216          0.077                        8
met4              0.01251         0.0081                        0
met2               0.2495           0.47                      139
[logic make-up (layout without fill, tap and decap cells)]
kind of cell,count (synthesis),after routing
mux,129,129
simple gates,102,102
compound gates,68,68
fa+ha+maj,7,7
flops,155,155
buf+inv,32,211
xor+xnor,25,25
No activity file was given, so power comes from the tool's default toggle rates.
